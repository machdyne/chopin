==> flow/design.v <==
module blinky
#(
)
(
	input CLK_48,
	output LED,
   output PMOD_A1, PMOD_A2, PMOD_A3, PMOD_A4,
   output PMOD_A7, PMOD_A8, PMOD_A9, PMOD_A10,
   output PMOD_B1, PMOD_B2, PMOD_B3, PMOD_B4,
   output PMOD_B7, PMOD_B8, PMOD_B9, PMOD_B10,
);
   assign PMOD_A1 = counter[28];
   assign PMOD_A2 = counter[27];
   assign PMOD_A3 = counter[26];
   assign PMOD_A4 = counter[25];
   assign PMOD_A7 = counter[24];
   assign PMOD_A8 = counter[23];
   assign PMOD_A9 = counter[22];
   assign PMOD_A10 = counter[21];
   assign PMOD_B1 = counter[28];
   assign PMOD_B2 = counter[27];
   assign PMOD_B3 = counter[26];
   assign PMOD_B4 = counter[25];
   assign PMOD_B7 = counter[24];
   assign PMOD_B8 = counter[23];
   assign PMOD_B9 = counter[22];
   assign PMOD_B10 = counter[21];
	reg [28:0] counter = 0;
   assign LED = ~counter[25];
   always @(posedge CLK_48) begin
      counter <= counter + 1;
   end
endmodule
==> flow/run.sh <==
#!/bin/bash
# OpenROAD 26Q1-2900-gdf79404cd8, Yosys 0.63+post, stock flow scripts
make -C /OpenROAD-flow-scripts/flow DESIGN_CONFIG=/design/flow/config.mk WORK_HOME=/design/flow/orfs finish
==> flow/config.mk <==
export PLATFORM = sky130hd
export DESIGN_NAME = blinky
export DESIGN_NICKNAME = blinky
export VERILOG_FILES = /design/flow/design.v
export SDC_FILE = /design/flow/constraint.sdc
export NUM_CORES = 4
export LEC_CHECK = 1
export CORE_AREA = 10 10 88 88
export DIE_AREA = 0 0 98 98
==> flow/constraint.sdc <==
current_design blinky

set clk_period 4.0
set clk_io_pct 0.2

create_clock -name clk0 -period $clk_period [get_ports {CLK_48}]

set non_clock_inputs [all_inputs -no_clocks]
set_input_delay [expr $clk_period * $clk_io_pct] -clock clk0 $non_clock_inputs
set_output_delay [expr $clk_period * $clk_io_pct] -clock clk0 [all_outputs]
==> flow_metrics.py <==
# Synthesis and PnR figures
metrics = {
    "detailed_routing": {
        "vias": 838,
        "routed_wl_um": 2020,
        "avgViaCountPerCell": 3.93,
        "drtIter0Drc": 32,
        "antennaDiodeCount": 0,
        "drtAntennaViolNets": 0,
        "drt-wirelength-per-cell_um": 9.46,
        "firstDrtPassIters": 4,
        "drc_errors": 0,
    },
    "synthesis": {
        "ys_area_um2": 1200,
        "synth_cells": 121,
        "ys_cells": 121,
        "synth_area_um2": 1200,
        "synthFlopType": "dfxtp_1",
        "postSynthSeqShare_pct": 48.3,
        "most_common_cell": "dfxtp_1",
        "yosysUniqueCellTypes": 20,
        "syn_area_per_cell_um2": 9.94,
        "edf_count": 0,
        "yosys_warnings": 1,
        "area_leaders": "dfxtp_1 (48%), xnor2_1 (15%), nand3_1 (5.4%), xor2_1 (5.1%), buf_4 (5.0%)",
        "async_reset_ff_share_pct": 0,
        "top_area_share_pct": 48.3,
        "netlist_top_cells_count": "dfxtp_1 (29), xnor2_1 (20), nand3_1 (13)",
        "synth_flops": 29,
        "post-synth-top-area-cell": "dfxtp_1",
    },
    "placement": {
        "gp_congestion": 0.727,
        "port_buffers": 17,
        "dpl.hpwl_um": 1440,
        "pre_cts_ws_ps": 2300,
        "dp.cells": 205,
    },
    "clock_tree": {
        "hold_buffers": 0,
        "cts_tree": "built",
        "postCtsResizedCells": 0,
        "numCtsBuffers": 5,
        "clockRootBuffer": "clkbuf_8",
        "clk_latency_ps": 280,
        "clk_pin_slew_ps": 60,
        "htree_levels": 2,
        "cts.sinks": 29,
        "cts_buffer_depth": 2,
        "cts_setup_buffers": 0,
    },
    "timing": {
        "fin_tns_setup_ps": 0,
        "holdWs_ps": 434,
        "final-setup-viol-count": 0,
        "timing.final.ws_setup_ps": 2010,
        "tightest_slew_ps": 554,
        "finalHoldViolations": 0,
        "drv_slew": 0,
        "timing.fmax_ghz": 0.503,
        "fin_crit_ps": 1990,
        "rsz0062_at_grt": "no",
        "skew_ps": 10.7,
        "period_used_pct": 49.7,
        "max_slew_margin_pct": 62.8,
    },
    "floorplanning": {
        "fp_util_pct": 20.3,
        "core.rowCount": 28,
        "io_pins": 18,
        "chip_area_um2": 9600,
        "coreArea_um2": 5920,
        "die_h_um": 98,
        "dieWidth_um": 98,
    },
    "critical_path": {
        "critPathArrivalTime_ps": 1190,
        "crit_slowest_cell": "clkdlybuf4s50_1",
        "crit_path_end_kind": "output pin",
        "crit_family": "buffers and inverters",
        "cp_max_fo": 6,
        "crit_chain": "clkdlybuf4s50_1",
        "cp.required_ps": 3200,
        "crit_type": "flip-flop to output pin",
        "cpPeakStageDelay_ps": 500,
        "start_kind": "flip-flop",
        "critPathBufInv": 1,
    },
    "power": {
        "irDropWorstVdd_v": 0.000155,
        "leakage_nw": 0.491,
        "p_per_area_nw_per_um2": 346,
    },
    "global_route": {
        "grtUsageMet1_pct": 5.59,
        "grt_pass1_vias": 777,
        "busiest_layer": "met2",
        "grt_pass1_wl_um": 3570,
        "grt_max_degree": 11,
        "antenna_found_initial": 0,
        "gr-usage-met3_pct": 2.92,
        "use_met2_pct": 5.94,
        "grt_overflow": 0,
        "grt.total_usage_pct": 4.31,
    },
    "cells_and_area": {
        "nFillCells": 617,
        "top_regs": "counter (29)",
        "drive_gt1_share_pct": 7.97,
        "regMostFlops": "counter",
        "fin_util_pct": 25.1,
        "area.growth.synth_to_final_pct": 23.8,
        "instances_no_fill": 213,
        "largest_register_ffs": 29,
    },
    "job": {
        "cap_violations": 0,
        "warnings": 25,
    },
    "worst_hold_path": {
        "hold_class": "flip-flop to flip-flop",
    },
    "run_status": {
        "status": "finished, final reports clean",
    },
}
==> cell usage in the layout, fill, tap and decap left out, drive strengths merged <==
| cell type | n |
|---|---|
| dfxtp | 29 |
| xnor2 | 20 |
| clkdlybuf4s50 | 17 |
| nand3 | 13 |
| nand2 | 11 |
| nor2 | 9 |
| xor2 | 7 |
| nand4 | 7 |
| clkbuf | 6 |
| inv | 3 |
| nor3 | 3 |
| and4 | 3 |
| and3 | 3 |
| clkinv | 2 |
| nor4 | 2 |
| and2 | 1 |
| nand2b | 1 |
| ha | 1 |
==> cell families (layout without fill, tap and decap cells) <==
logic type	Yosys count	count (layout)	synth area share [%]
adders and majority gates	1	1	1.04
buffers and inverters	11	28	5.93
xor gates and xnor gates	27	27	19.7
DFF	29	29	48.3
and+or+nand+nor	53	53	25.1
==> routing by layer <==
metal  up-vias  wire (µm)
met5         -          0
met4         0         11
met3         2        207
met2        21        791
met1       379       1010
li1        436          -
==> per-stage QoR <==
stage	area (µm²)	power, W
6_report	1490	0.000515
5_1_grt	1490	0.000539
4_1_cts	1490	0.000524
3_5_place_dp	1410	0.000295
3_3_place_gp	1410	0.000295
2_1_floorplan	1200	0.000295
==> path summary, 6_finish.rpt <==
path / slack (ps) / from / end / cells after the start
worst max-delay path: 2010 / counter[22] / PMOD_B9 / 1
worst min-delay path: 430 / counter[0] / counter[0] / 1
worst max register to register: 2360 / counter[7] / counter[23] / 4
worst min register to register: 430 / counter[0] / counter[0] / 1
==> final cells by class <==
cell class / instances / area (µm²) / area share (%)
clock buffer: 6 / 72.6 / 4.87
tap: 75 / 93.8 / 6.30
sequential: 29 / 581 / 39.0
multi-input combinational: 81 / 551 / 37.0
inverter: 3 / 11.3 / 0.756
timing repair buffer: 17 / 170 / 11.4
clock inverter: 2 / 10.0 / 0.672
==> power by group <==
part	switching, W	internal (W)	total [W]
clock	0.000106	0.000120	0.000226
combinational	0	0	0.000000000213
sequential	0	0.000289	0.000289
total	0.000106	0.000409	0.000515
Power and IR drop assume default switching activity.
